$ cat design/flow/run.sh
#!/bin/bash
# OpenROAD 26Q1-2900-gdf79404cd8, Yosys 0.63+post, stock flow scripts
make -C /OpenROAD-flow-scripts/flow DESIGN_CONFIG=/design/flow/config.mk WORK_HOME=/design/flow/orfs finish
$ cat design/flow/config.mk
export PLATFORM = sky130hd
export DESIGN_NAME = Adder
export DESIGN_NICKNAME = Adder
export VERILOG_FILES = /design/flow/design.v
export SDC_FILE = /design/flow/constraint.sdc
export NUM_CORES = 4
export LEC_CHECK = 1
export CORE_AREA = 10 10 85 85
export DIE_AREA = 0 0 95 95
$ cat design/flow/constraint.sdc
current_design Adder

set clk_period 24.1
set clk_io_pct 0.2

create_clock -name clk0 -period $clk_period

set non_clock_inputs [all_inputs -no_clocks]
set_input_delay [expr $clk_period * $clk_io_pct] -clock clk0 $non_clock_inputs
set_output_delay [expr $clk_period * $clk_io_pct] -clock clk0 [all_outputs]
$ cat design/flow/design.v
module Adder(input[31:0] a,
            input[31:0] b,
            output reg[31:0] result);
    always@(a , b) 
        result = a + b;  
endmodule
==> deck_impl_summary.md <==
Synthesis and Place & Route Summary

Outcome
  • Status: finished, final reports clean

Place
  • Port buffer count: 96
  • Placement Setup Slack: 11.52 ns
  • # placed instances: 398
  • Final HPWL DP: 5.12 mm
  • Gp weighted congestion: 0.925

Floorplan
  • Die Size: 9030 µm²
  • Boundary Pins: 96
  • Die H: 95 µm
  • Site Rows: 27
  • FP Util: 31.9%
  • Core area: 5470 µm²
  • Die extent in x: 95 µm

Drt
  • Final antenna-violating net count: 0
  • Detailed-route wire length: 5.84 mm
  • # DRC: 0
  • Via count: 2079
  • Via density: 5.22
  • DR pass1 iterations: 4
  • Routed WL per cell: 14.7 µm
  • Initial DRC Count: 54
  • Antenna fix cells: 0

Synth
  • Mapped Cells: 241
  • Yosys Instances: 241
  • Sequential share of the synthesized area: 0%
  • Mean Syn Cell Area: 7.24 µm²
  • Synthesized area: 1740 µm²
  • Synth unique cells: 50
  • Ys Warns: 1
  • Yosys stat chip area: 1740 µm²

Layout
  • Fill cell count: 569
  • Area delta synth->final: 57.7%
  • Share of layout cells above drive strength 1: 3.07%
  • FFs & Latches: 0
  • FF+latch area: 0 µm²
  • Clock buffers: 0
  • Final Non-Filler Cells: 398

Timing
  • Final Hold Vio Count: 0
  • Period utilization: 52.0%
  • Fmax achieved: 0.0797 GHz
  • Unrepaired setup endpoints after global routing: no
  • Final setup margin: 11.56 ns
  • Worst rel slew slack: 64.2%
  • Setup TNS: 0 ns
  • Worst slew pin tran: 0.523 ns
  • Setup-failing EPs final: 0
  • Fin. max-slew vios: 0
  • Min cycle time layout: 12.54 ns

GRT
  • Grt ovf: 0
  • Global-route met2 utilization: 21.1%
  • GR Util met3: 2.88%
  • Tot GR Track Use: 12.4%
  • M1 GR Usage: 16.3%
  • Pin count of the biggest net entering global routing: 11
  • Vias in the first global route: 2036
  • Global-route wire length before repair: 9.49 mm
  • Most Used Layer, Global Route: met2
  • Initial antenna violation count: 0

Min path
  • Worst Hold Path EP: result[0]
  • Hold Path Stages: 3
  • Worst Min Path Start: b[0]
  • Worst Hold Class: in -> out

CTS
  • Cts hold-fix bufs: 0
  • # resized after CTS: 0
  • Setup repair bufs after CTS: 0

Critical path
  • Critical Path End Type: output port
  • CP Launch Type: input port
  • WP data arrival: 7.72 ns
  • CP required: 19.28 ns
  • WS Path Type: in -> out
  • Crit Path Max Fanout: 4

Pwr
  • P_leak: 1.18 nW
  • Pwr Density: 29.1 nW/µm²
  • Maximum vdd ir drop: 0.0118 mV

Job
  • Max cap viols: 0
  • Tool Warnings: 32
[per-stage QoR]
step           hold slack, ns  area (µm²)  total power [mW]  utilization (%)
6_report                10.67        2750            0.0800             50.3
5_1_grt                 10.71        2750            0.0892             50.3
4_1_cts                 10.68        2750            0.0814             50.3
3_5_place_dp            10.69        2750            0.0809             50.3
3_3_place_gp            10.68        2750            0.0809             50.3
2_1_floorplan            9.71        1740            0.0385                -
[per-layer routing]
| layer | part of all wire, % | up-vias |
|---|---|---|
| li1 | - | 1103 |
| met1 | 48 | 913 |
| met5 | 0 | - |
| met3 | 8.0 | 2 |
| met4 | 0.50 | 0 |
| met2 | 44 | 61 |
[how the worst max path moves through the flow]
stage / slack, ns / end / start
final: 11.56 / result[26] / a[0]
after global routing: 11.32 / result[31] / a[24]
after CTS: 11.52 / result[26] / a[0]
[worst max-delay path, cell delays in order]
cell and delay [ns]:
clkdlybuf4s50_1 0.40, ha_1 0.24, fa_1 0.40, a21o_1 0.22
a31o_2 0.28, nand3_1 0.09, o221ai_1 0.21, a311oi_1 0.32
o21bai_1 0.10, xor2_1 0.13, clkdlybuf4s50_1 0.49
[layout by cell type, fill, tap and decap left out, drive strengths merged, types with 2 or more instances in the layout]
master,n
a211oi,3
a21o,19
a21oi,29
a311oi,3
a31oi,3
clkdlybuf4s50,96
ha,31
inv,6
mux2i,2
nand2,18
nand2b,2
nand3,10
nand4,8
nor2,12
nor3,4
o211ai,3
o21a,2
o21ai,15
o21bai,5
o221ai,2
o311ai,2
or2,3
xnor2,13
xor2,15
[final cells by class]
class	count	area, µm²	share of cell area [%]
repair buffers	96	961	34.9
inverters	6	22.5	0.819
well taps	72	90.1	3.27
multi-input cells	224	1680	61.0
[kinds of logic (layout without fill, tap and decap cells)]
logic type | after synthesis | after routing | synth area share [%]
simple gates | 65 | 65 | 18.3
fa+ha+maj | 32 | 32 | 23.4
mux | 2 | 2 | 1.15
xor+xnor | 28 | 28 | 14.1
buf+inv | 17 | 102 | 3.80
compound gates | 97 | 97 | 39.3
[power breakdown]
group          internal [mW]  switching, mW  leakage, nW
Sequential                 0              0            0
Clock                      0              0            0
Combinational         0.0483         0.0318         1.18
[synthesized netlist by cell type (3+ instances only)]
cell / n / share of area [%]
a21oi_1: 29 / 8.3
nand3_1: 10 / 2.9
a31oi_1: 3 / 1.1
xor2_1: 15 / 7.5
nand4_1: 8 / 2.9
o211ai_1: 3 / 1.3
nand2_1: 18 / 3.9
clkbuf_1: 8 / 1.7
a21o_1: 19 / 8.2
o21bai_1: 4 / 1.7
xnor2_1: 13 / 6.5
ha_1: 31 / 22
nor2_1: 12 / 2.6
or2_2: 3 / 1.1
inv_1: 6 / 1.3
o21ai_0: 13 / 3.7
nor3_1: 4 / 1.1
a211oi_1: 3 / 1.3
No activity file was given, so power comes from the tool's default toggle rates.
